--- flow/design.v ---
module fsm_controller #(
    parameter ROWS = 2,
    parameter COLS = 4,
    parameter CYCLE_W = 5
)(
    input  wire clk,
    input  wire rst_n,
    input  wire start,
    output reg  [1:0] global_state 
);
    localparam S_IDLE   = 2'd0;
    localparam S_LOAD_X = 2'd1;
    localparam S_MAC    = 2'd2;
    localparam S_STORE  = 2'd3;
    reg  [CYCLE_W-1:0] cycle; 
    always @(posedge clk or negedge rst_n) begin
        if (!rst_n) begin
            global_state <= S_IDLE;
            cycle        <= 0;
        end else begin
            case (global_state)
                S_IDLE: begin
                    if (start) begin
                        global_state <= S_LOAD_X;
                        cycle <= 1;
                    end
                end
                S_LOAD_X: begin
                    if (cycle == ROWS)
                        global_state <= S_MAC;
                    cycle <= cycle + 1;
                end
                S_MAC: begin
                    if (cycle == ROWS + COLS)
                        global_state <= S_STORE;
                    cycle <= cycle + 1;
                end
                S_STORE: begin
                    if (cycle == ROWS + COLS + 1)
                        global_state <= S_IDLE;
                    cycle <= cycle + 1;
                end
                default: begin
                    global_state <= S_IDLE;
                    cycle <= 0;
                end
            endcase
        end
    end
endmodule
module mesh_2d_array #( 
    parameter DW = 8,
    parameter ROWS = 4,
    parameter COLS = 4,
    parameter ROW_W = 2,
    parameter COL_W = 2,
    parameter ACC_W = 16 
)(
    input  wire clk,
    input  wire rst_n,
    input  wire signed [COLS*DW-1:0] x_vector_flat,
    input  wire [1:0] global_state,
    input  wire cfg_valid,
    input  wire [ROW_W + COL_W - 1:0] cfg_addr,
    input  wire signed [DW-1:0] cfg_data,
    output wire signed [ROWS*ACC_W-1:0] result_flat
);
    wire signed [DW-1:0] x_vector [0:COLS-1];
    wire signed [DW-1:0] x_in  [0:ROWS-1][0:COLS-1];
    wire signed [DW-1:0] x_out [0:ROWS-1][0:COLS-1];
    wire signed [ACC_W-1:0] acc_in  [0:ROWS-1][0:COLS-1];
    wire signed [ACC_W-1:0] acc_out [0:ROWS-1][0:COLS-1];
    genvar r, c;
    generate
        for (c = 0; c < COLS; c = c + 1) begin : UNPACK
            assign x_vector[c] = x_vector_flat[(c+1)*DW-1 -: DW];
        end
        for (r = 0; r < ROWS; r = r + 1) begin : ROW
            for (c = 0; c < COLS; c = c + 1) begin : COL
                assign x_in[r][c]   = (global_state == 2'd1) ? (r == 0 ? x_vector[c] : x_out[r-1][c]) : 0;
                assign acc_in[r][c] = (global_state == 2'd2) ? (c == 0 ? 0 : acc_out[r][c-1]) : 0;
                tile_pe #(
                    .DW(DW),
                    .ROW_W(ROW_W),
                    .COL_W(COL_W),
		    .ACC_W(ACC_W)
                ) pe_inst (
                    .clk(clk),
                    .rst_n(rst_n),
                    .core_row(r[ROW_W-1:0]),
                    .core_col(c[COL_W-1:0]),
                    .cfg_addr(cfg_addr),
                    .cfg_data(cfg_data),
                    .cfg_valid(cfg_valid),
                    .global_state(global_state),
                    .x_in(x_in[r][c]),
                    .acc_in(acc_in[r][c]),
                    .x_reg_out(x_out[r][c]),
                    .acc_reg_out(acc_out[r][c])
                );
            end
        end
    endgenerate
    localparam signed [ACC_W-1:0] ACC_MAX = (1<<< ACC_W -1 ) - 1;
    localparam signed [ACC_W-1:0] ACC_MIN = -(1<<< ACC_W -1 );
    reg signed [ACC_W-1:0] result_reg [0:ROWS-1];
    integer i;
    always @(posedge clk or negedge rst_n) begin
        if (!rst_n) begin
            for (i = 0; i < ROWS; i = i + 1)
                result_reg[i] <= 0;
        end else if (global_state == 2'd3) begin
            for (i = 0; i < ROWS; i = i + 1) begin  
                    result_reg[i] <= acc_out[i][COLS-1];
            end
        end
    end
    generate
        for (r = 0; r < ROWS; r = r + 1) begin : OUT_FLAT
            assign result_flat[(r+1)*ACC_W-1 -: ACC_W] = result_reg[r];
        end
    endgenerate
endmodule
module tile_pe #(
    parameter DW = 8,
    parameter ROW_W = 4,
    parameter COL_W = 4,
    parameter ACC_W = 32
)(
    input  wire clk,
    input  wire rst_n,
    input  wire [ROW_W-1:0] core_row,
    input  wire [COL_W-1:0] core_col,
    input  wire [ROW_W + COL_W - 1:0] cfg_addr,
    input  wire signed [DW-1:0]       cfg_data,
    input  wire                       cfg_valid,
    input  wire [1:0]                 global_state,
    input  wire signed [DW-1:0]       x_in, 
    input  wire signed [ACC_W-1:0]     acc_in, 
    output reg  signed [DW-1:0]       x_reg_out,
    output reg  signed [ACC_W-1:0]     acc_reg_out  
);
    localparam S_LOAD_W = 2'd0;
    localparam S_LOAD_X = 2'd1;
    localparam S_MAC    = 2'd2;
    reg signed [DW-1:0] weight_reg;
    wire [ROW_W + COL_W - 1:0] my_addr = {core_row, core_col};
    wire addr_match = (cfg_valid && (cfg_addr == my_addr));
    wire signed [ACC_W:0] acc_wire = acc_in + (weight_reg * x_reg_out);
    localparam signed [ACC_W:0] ACC_MAX = (1<<< (ACC_W -1) ) - 1;
    localparam signed [ACC_W:0] ACC_MIN = -(1<<< (ACC_W -1) );
    always @(posedge clk or negedge rst_n) begin
        if (!rst_n) begin
            weight_reg   <= 0;
            x_reg_out    <= 0;
            acc_reg_out  <= 0;
        end else begin
            case (global_state)
                S_LOAD_W: begin
                    if (addr_match)
                        weight_reg <= cfg_data;
                end
                S_LOAD_X: begin
                    x_reg_out <= x_in;
                end
                S_MAC: begin
if (acc_wire[ACC_W:ACC_W-1] == 2'b00|acc_wire[ACC_W:ACC_W-1] ==2'b11) 
	acc_reg_out <= acc_wire[ACC_W:0];         
else if (acc_wire[ACC_W] == 1'b0)   
	acc_reg_out <= ACC_MAX; 
else                    
	acc_reg_out <= ACC_MIN;
		end
                default: begin
                    acc_reg_out <= 0;
                end
            endcase
        end
    end
endmodule
module top #(
    parameter DW       = 8,
    parameter ROWS     = 2,
    parameter COLS     = 2,
    parameter ROW_W    = 1,
    parameter COL_W    = 1,
    parameter CYCLE_W  = 3,
    parameter ACC_W = 16
)(
    input  wire clk,
    input  wire rst_n,
    input  wire start,
    input  wire preload_valid,
    input  wire [ROW_W+COL_W-1:0] preload_addr,
    input  wire signed [DW-1:0] preload_data,
    input  wire signed [COLS*DW-1:0] x_vector_flat,
    output wire signed [ROWS*ACC_W-1:0] result_flat
);
    wire [1:0] global_state;
    fsm_controller #(
        .ROWS(ROWS),
        .COLS(COLS),
        .CYCLE_W(CYCLE_W)
    ) fsm_inst (
        .clk(clk),
        .rst_n(rst_n),
        .start(start),
        .global_state(global_state) 
    );
    mesh_2d_array #(
        .DW(DW),
        .ROWS(ROWS),
        .COLS(COLS),
        .ROW_W(ROW_W),
        .COL_W(COL_W),
	.ACC_W(ACC_W)
    ) mesh_inst (
        .clk(clk),
        .rst_n(rst_n),
        .x_vector_flat(x_vector_flat),
        .global_state(global_state),
        .cfg_valid(preload_valid),
        .cfg_addr(preload_addr),
        .cfg_data(preload_data),
        .result_flat(result_flat)
    );
endmodule
--- flow/constraint.sdc ---
current_design top

set clk_period 10.7
set clk_io_pct 0.2

create_clock -name clk0 -period $clk_period [get_ports {clk}]

set non_clock_inputs [all_inputs -no_clocks]
set_input_delay [expr $clk_period * $clk_io_pct] -clock clk0 $non_clock_inputs
set_output_delay [expr $clk_period * $clk_io_pct] -clock clk0 [all_outputs]
--- flow/config.mk ---
export PLATFORM = sky130hd
export DESIGN_NAME = top
export DESIGN_NICKNAME = top
export VERILOG_FILES = /design/flow/design.v
export SDC_FILE = /design/flow/constraint.sdc
export NUM_CORES = 4
export LEC_CHECK = 1
export CORE_UTILIZATION = 40
--- flow/run.sh ---
#!/bin/bash
# OpenROAD 26Q1-2900-gdf79404cd8, Yosys 0.63+post, stock flow scripts
make -C /OpenROAD-flow-scripts/flow DESIGN_CONFIG=/design/flow/config.mk WORK_HOME=/design/flow/orfs finish
==> job_summary.md <==
## Implementation flow summary

| Metric | Value |
|---|---|
| Outcome | completed |
| Level count of the clock H-tree | 4 |
| Antenna violations before repair | 2 |
| Number of port buffers | between 60 and 70 |
| Share of layout cells above drive strength 1 | under 10% |
| Top-area cell share | just under 30% |
| Area after detailed placement | about 19000 sq um |
| Async set or reset register ratio after synthesis | around 100% |
| Seq/Total Area, Yosys | approximately a quarter |
| Arr. time, crit path | 6.23 ns |
| CTS Buf Count | 17 |
| TritonCTS clock tree | yes |
| #FFs+latches synth | ~170 |
| Via-per-instance ratio | 4.793 |
| Register containing the most flip-flops in the final layout | mesh_inst.ROW.COL.pe_inst.acc_reg_out |
| Summed area of non-filler cells in the final layout | ~20000 sq um |
| ANT cells | 0 |
| DRT Pass-1 Iters | 4 |
| Flip-flop count of the largest register after layout | roughly 64 |
| Final-layout fill cell count | approximately 4000 |
| Area growth from synthesis to layout | 10.04% |
| Pins over their slew limit | 0 |
| Number of sinks on the clock net | approximately 170 |
| Top flip-flop cell by instance count after synthesis | dfrtp_1 |
| Hold bufs inserted after CTS | 0 |
| Vias | roughly 11000 |
| Final RePlAce weighted congestion | 0.8968 |
| Netlist Area Pre-Place | 17780 sq um |
| Worst setup slack after placement | 4.791 ns |
| Number of resized instances in the post-cts repair step | 0 |
| Count of unresolved DRC violations after routing | 0 |
| Sort of element at the start of the critical path | flip-flop |
| Slack of the critical path | about 4.8 ns |
| Area share of and/or/nand/nor cells after synthesis | 11.88% |
| Maximum root-to-sink buffer count | 2 |
| Largest net degree at the start of global routing | around 110 |
| Share of the clock period used by the worst path | 55.17% |
| Capturing element type of the critical path | flip-flop |
| Tally of OpenROAD warnings | 32 |
| Unrepaired setup endpoints after global routing | no |
| Sequential cell area | about 4200 sq um |
| Max-cap violations | 0 |
| Largest area contributor in the synthesized netlist | fa_1 |
| Mux area share | ~6.1% |
| Synth Instances | between 1500 and 2000 |
| GR Util All Layers | between 10% and 20% |
| Post-synth area hogs | fa_1, dfrtp_1, ha_1 |
| # setup viols final | 0 |
| Data required time of the worst path | between 10 and 15 ns |
| Clock transition at the registers of the reported paths | ~0.070 ns |
| Critical Path Fanout Max | 25 |
| Worst Skew | between 0.008 and 0.009 ns |
| Hold Vio Cnt, Final | 0 |
| Number of warnings printed during yosys synthesis | 5 |
| Total grt overflow | 0 |
| Die Span X | about 210 um |
| HPWL Detailed | approximately 27000 um |
| Die area | 45300 sq um |
| Synth Area in Compound Gates | under 10% |
| Antenna Violating Nets Remaining | 0 |
| Skew-Pair Late Insertion Delay | between 0.4 and 0.5 ns |
| Path category of the worst min-delay check | reg2reg |
| Root Buffer | clkbuf_16 |
| XOR Share, Synth | between 3 and 4% |
| Number of placement rows | 76 |
| Post-synthesis area per instance | 10.55 sq um |
| Wire length of the first global-routing pass | ~60000 um |
| Core Area | roughly 43000 sq um |
| Dominant non-sequential cell family after synthesis | adder cells |
| Height of the chip | around 210 um |
| Chip area in the Yosys report | 17780 sq um |
| Slew of the pin with the lowest slew margin | around 0.76 ns |
| Wire length reported by the detailed router | around 33000 um |
| Number of distinct library cells after synthesis | around 60 |
| Yosys stat cell total | about 1700 |
| Wire length per cell after detailed routing | between 10 and 15 um |
| Highest achievable clock rate | 169.4 MHz |
| Number of global-route vias before repair | 11680 |
| Detailed Route Iter0 Violations | ~460 |
| Worst-case headroom to the max-slew limit | around half |
| Minimum clock period after layout | about 5.9 ns |
| EDFF count, synth | 0 |
| Top-Level Pins | ~62 |
| Fin Setup TNS | 0 ns |
| Count of buffers added by post-CTS timing repair for setup | 0 |
| Final worst hold slack | 0.4718 ns |
| Yosys adder share | between 40% and 50% |
| Fraction of the core area occupied by cells at floorplan | 40.92% |
| Multi-input logic area | roughly 12000 sq um |
| Setup Crit Path Kind | reg2reg |
[metrics by stage]
| stage | cells | utilization (%) |
|---|---|---|
| after global placement | 2291 | 43.69 |
| after CTS | 2322 | 45.02 |
| final | 2322 | 45.02 |
| after global routing | 2322 | 45.02 |
| after floorplan | 1686 | - |
| after detailed placement | 2291 | 43.69 |
[final timing paths]
path / startpoint / end / slack (ns) / depth (start not counted)
min reg2reg: mesh_inst.ROW[1].COL[0].pe_inst.acc_reg_out[7]$_DFFE_PN0N_ / mesh_inst.ROW[1].COL[0].pe_inst.acc_reg_out[7]$_DFFE_PN0N_ / 0.47 / 2
max: fsm_inst.global_state[1]$_DFF_PN0_ / mesh_inst.ROW[0].COL[1].pe_inst.acc_reg_out[5]$_DFFE_PN0N_ / 4.80 / 18
max reg2reg: fsm_inst.global_state[1]$_DFF_PN0_ / mesh_inst.ROW[0].COL[1].pe_inst.acc_reg_out[5]$_DFFE_PN0N_ / 4.80 / 18
min in group asynchronous: rst_n / mesh_inst.result_reg[0][12]$_DFFE_PN0P_ / 1.65 / 1
min: mesh_inst.ROW[1].COL[0].pe_inst.acc_reg_out[7]$_DFFE_PN0N_ / mesh_inst.ROW[1].COL[0].pe_inst.acc_reg_out[7]$_DFFE_PN0N_ / 0.47 / 2
max in group asynchronous: rst_n / mesh_inst.ROW[1].COL[0].pe_inst.weight_reg[7]$_DFFE_PN0P_ / 8.07 / 2
[critical path, stage by stage, from the launching register on]
cell and delay [ns]:
dfrtp_1 0.76, buf_4 0.37, nand2_1 0.12, fa_1 0.54
inv_1 0.05, fa_1 0.49, inv_1 0.05, fa_1 0.53
inv_1 0.05, fa_1 0.43, ha_1 0.29, ha_1 0.33
nor2b_4 0.15, o31a_2 0.32, o221ai_2 0.32, o21ai_4 0.13
xnor2_4 0.25, maj3_1 0.40, a22o_1 0.21
[cell usage in the layout (no fill, tap or decap), drive strengths merged, types with 3 or more instances in the layout]
| cell | count |
|---|---|
| a2111oi | 3 |
| a211oi | 5 |
| a21o | 9 |
| a21oi | 30 |
| a22o | 28 |
| a31oi | 4 |
| a32oi | 5 |
| and2 | 156 |
| buf | 9 |
| clkbuf | 17 |
| clkdlybuf4s50 | 60 |
| clkinv | 5 |
| dfrtp | 166 |
| fa | 262 |
| ha | 140 |
| inv | 304 |
| maj3 | 25 |
| mux2 | 96 |
| nand2 | 167 |
| nand2b | 17 |
| nand3 | 15 |
| nor2 | 29 |
| nor2b | 15 |
| nor3 | 8 |
| o211ai | 6 |
| o21a | 6 |
| o21ai | 49 |
| o21bai | 7 |
| o31ai | 6 |
| xnor2 | 49 |
| xor2 | 16 |
[layer usage]
layer / up-vias / part of all wire, % / track usage [%]
li1: 5429 / - / -
met1: 5506 / 49 / 26.78
met2: 179 / 44 / 25.47
met3: 15 / 6.3 / 4.535
met4: 0 / 0.69 / 1.092
met5: - / 0 / 0
[cells in the mapped netlist, drive strengths merged (2+ instances only)]
cell type  number
a2111oi         3
a211oi          5
a21o            9
a21oi          30
a22o           28
a311oi          2
a31oi           4
a32oi           5
and2          156
and3            2
buf             7
clkbuf         42
dfrtp         166
fa            262
ha            140
inv           295
maj3           25
mux2           96
nand2         167
nand2b         17
nand3          15
nand4           2
nor2           29
nor2b          15
nor3            8
nor4            2
o211ai          6
o21a            6
o21ai          49
o21bai          7
o31a            2
o31ai           6
o41ai           2
xnor2          49
xor2           16
[area by class of cell]
type                       count  share of cell area, %
inverter                     295                  5.659
tap                          585                  3.741
timing repair buffer          69                  3.498
clock inverter                14                 0.7929
clock buffer                  17                  2.174
sequential                   167                  21.36
multi-input combinational   1175                  62.77
[cells by family (layout without fill, tap and decap cells)]
family	after synthesis	after routing
compound gates	169	169
xor+xnor	65	65
fa+ha+maj	427	427
buf+inv	344	395
flops	167	167
mux	97	97
simple gates	417	417
